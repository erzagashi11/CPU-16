==> run.sh <==
#!/bin/bash
# OpenROAD 26Q1-2900-gdf79404cd8, Yosys 0.63+post, stock flow scripts
make -C /OpenROAD-flow-scripts/flow DESIGN_CONFIG=/design/flow/config.mk WORK_HOME=/design/flow/orfs finish
==> config.mk <==
export PLATFORM = sky130hd
export DESIGN_NAME = RegisterFile
export DESIGN_NICKNAME = RegisterFile
export VERILOG_FILES = /design/flow/design.v
export SDC_FILE = /design/flow/constraint.sdc
export NUM_CORES = 4
export LEC_CHECK = 1
export CORE_UTILIZATION = 40
==> constraint.sdc <==
current_design RegisterFile

set clk_period 4.2
set clk_io_pct 0.2

create_clock -name clk0 -period $clk_period [get_ports {Clock}]

set non_clock_inputs [all_inputs -no_clocks]
set_input_delay [expr $clk_period * $clk_io_pct] -clock clk0 $non_clock_inputs
set_output_delay [expr $clk_period * $clk_io_pct] -clock clk0 [all_outputs]
==> design.v <==
`timescale 1ns / 1ps
module RegisterFile(
  input wire[1:0] RS,
  input wire[1:0] RT,
  input wire[1:0] RD,
  input wire[15:0] WriteData,
  output wire [15:0] ReadRS,
  output wire [15:0] ReadRT,
  input wire RegWrite,
  input wire Clock
);
  reg [15:0] Registers [3:0]; 
  integer i;
  initial
  begin
    for(i=0;i<4;i=i+1)
    begin
      Registers[i]<=16'd0;
  end
 end
  always @(posedge Clock)
    begin
      if(RegWrite) Registers[RD] <= WriteData;
      end
      assign ReadRS = Registers[RS];
      assign ReadRT = Registers[RT];
      endmodule
==> Implementation_results.wiki <==
=== Physical design figures ===
{| class="wikitable"
! Metric !! Value
|-
| Number of global-route vias before repair || 1612
|-
| Total DRC errors in the routed layout || 0
|-
| Unrepaired setup endpoints after global routing || no
|-
| Worst hold path class || input pin to register
|-
| Max Cap Violations || 0
|-
| Clock transition at the register clock pins on the worst setup and hold paths after CTS || 0.06 ns
|-
| Total inserted antenna cells || 0
|-
| Number of vias per cell after detailed routing || 5.10
|-
| DRT antenna net count || 0
|-
| Placer congestion estimate || 0.713
|-
| Post-synthesis average cell area || 25.9 µm²
|-
| Stage-log warning count || 25
|-
| Top cells by count, synth || sky130_fd_sc_hd__edfxtp_1 (64), sky130_fd_sc_hd__mux4_2 (20), sky130_fd_sc_hd__mux4_1 (12), sky130_fd_sc_hd__buf_2 (4)
|-
| Final count of negative-setup-slack endpoints || 0
|-
| Total global routing track utilization || 15.9%
|-
| IO Port Bufs || 55
|-
| DRT iter0 DRCs || 62
|-
| Starting density of the core || 41.2%
|-
| Count of instances resized after the clock tree is built || 0
|-
| Share of synthesized registers carrying an async set or reset || 0%
|-
| Maximum fanout along the worst path || 16
|-
| Maximum clock path buffer count || 2
|-
| Post-route setup TNS || 0 ns
|-
| Post-route design area || 0.00361 mm²
|-
| Number of flip-flops in the largest register || 64
|-
| First-pass iteration count of the detailed router || 4
|-
| NetSw || 0.268 mW
|-
| Pin slew with the least headroom to its limit || 0.390 ns
|-
| Mean routed wirelength per cell || 17.9 µm
|-
| Highest attainable clock frequency || 286 MHz
|-
| Ratio of cells with drive above 1 in the final layout || 23.6%
|-
| Std cell rows || 30
|-
| Gate count of the mapped netlist || 108
|-
| Yosys stat cell total || 108
|-
| Sequential cell fraction of total power || 56.7%
|-
| Largest Register || Registers
|-
| Post-synthesis sequential area ratio || 68.6%
|-
| Core region area || 0.00679 mm²
|-
| Internal power || 1.05 mW
|-
| Startpoint-to-endpoint class of the critical path || input pin to output port
|-
| Yosys warns || 1
|-
| Post-synth top flop || sky130_fd_sc_hd__edfxtp_1
|-
| Root buffer cell || sky130_fd_sc_hd__clkbuf_8
|-
| Width of the die || 85.7 µm
|-
| Cells along the critical path || clkdlybuf4s50_1 > buf_4 > mux4_1 > clkdlybuf4s50_1
|-
| Most used cell, CP || sky130_fd_sc_hd__clkdlybuf4s50_1
|-
| Critical path required time || 3.36 ns
|-
| Summed standard-cell area reported by yosys || 0.00280 mm²
|-
| Data arrival time of the critical path || 2.66 ns
|-
| Count of clock tree sinks || 64
|-
| Vias || 1398
|-
| Initial antenna violation count || 0
|-
| Switching Share || 20.3%
|-
| Most common cell in the netlist || sky130_fd_sc_hd__edfxtp_1
|-
| Die Height || 85.7 µm
|-
| Htree depth || 3
|-
| I/O pin total || 56
|-
| Cell variety after synth || 9
|-
| Min Clock Period, post-route || 3.50 ns
|-
| Setup Fix Bufs, Post-CTS || 0
|-
| Number of enable-type register cells in the synthesized netlist || 64
|-
| Synth Register Bits || 64
|-
| Area of the chip || 0.00734 mm²
|-
| Biggest area consumer among synthesized cells || sky130_fd_sc_hd__edfxtp_1
|-
| Combinational Power Share || 12.3%
|-
| Crit path from || RT[0]
|-
| Netlist Area Pre-Place || 0.00280 mm²
|-
| Overall Power || 1.32 mW
|-
| TritonCTS clock tree || yes
|-
| Number of max-slew violations in the final report || 0
|-
| Outcome || finished clean
|-
| MI comb area || 802 µm²
|-
| Final setup margin || 0.703 ns
|-
| Hold slack final || 1.14 ns
|-
| Worst setup slack before clock tree synthesis || 0.686 ns
|-
| Layout fillers || 550
|-
| Gr ovfl total || 0
|-
| VDD IR max || 0.218 mV
|-
| Share of total power in the clock network || 31.1%
|-
| Critical Path Source Type || input pin
|-
| Hold-fix buffer count after cts || 0
|-
| Final Hold Violation Tally || 0
|-
| Leakage Power || 1.20 nW
|-
| Sum of routed wire length over all layers || 4.92 mm
|-
| Final HPWL DP || 3.05 mm
|-
| Crit share post-route || 83.3%
|-
| Combined flip-flop and latch cell area || 0.00192 mm²
|-
| Post-synth top area share || 68.6%
|-
| End point of the critical path || ReadRT[0]
|-
| Registers with the highest flip-flop counts || Registers (64)
|-
| Largest net degree at the start of global routing || 17
|-
| Delay of the slowest critical-path stage || 0.61 ns
|-
| Dpl cell area || 0.00345 mm²
|-
| Relative slew margins || 74.0%
|-
| Power density of the placed cells || 366 mW/mm²
|-
| Critical Path End Type || output port
|-
| Synth-to-layout area growth || 28.7%
|-
| Library cell contributing the largest single delay on the critical path || sky130_fd_sc_hd__mux4_1
|-
| Dominant cells by area after synthesis || sky130_fd_sc_hd__edfxtp_1 (69%), sky130_fd_sc_hd__mux4_2 (16%), sky130_fd_sc_hd__mux4_1 (11%), sky130_fd_sc_hd__buf_12 (1.4%), sky130_fd_sc_hd__buf_6 (0.80%)
|-
| First-pass GRT wire length || 7.76 mm
|-
| Clock buffer count from CTS || 9
|}
power by group through the flow:
stage	clock network (mW)	registers (mW)	logic, mW
after CTS	0.422	0.748	0.166
after global routing	0.450	0.752	0.176
final	0.410	0.748	0.162
placed cells by master (no fill, tap or decap), drive strengths merged:
cell and n:
clkinv 6, edfxtp 64, clkdlybuf4s50 55, buf 8
and3b 2, nor3b 1, clkbuf 9, mux4 32
and3 1
cell type report:
cell class | count | share of cell area (%)
clock buffers | 9 | 3.44
well taps | 96 | 3.33
clock inverters | 6 | 0.763
multi-input cells | 36 | 22.2
flip-flops and latches | 64 | 53.3
repair buffers | 63 | 16.9
worst max-delay path: cells and delay by family:
kind                   cells  cell delay [ns]
buffers and inverters      3             1.20
multiplexers               1             0.61
routing by layer:
metal  up-vias  routed length, µm  global-route usage (%)
met3         8                455                    9.86
li1        630                  -                       -
met1       684               1860                    21.3
met5         -                  0                       0
met4         0                 84                    2.27
met2        76               2520                    24.7
cells by family after synthesis:
| logic type | count (synthesis) | synth area share, % |
|---|---|---|
| flops | 64 | 68.6 |
| buf+inv | 8 | 2.95 |
| simple gates | 4 | 1.12 |
| mux | 32 | 27.3 |
worst min path at each step:
stage / slack (ns) / cells after the start / startpoint / endpoint
final: 1.14 / 1 / WriteData[13] / Registers[3][13]
after global routing: 1.13 / 1 / WriteData[13] / Registers[3][13]
after CTS: 1.13 / 1 / WriteData[13] / Registers[3][13]
stage by stage:
stage	instances	util (%)
3_5_place_dp	259	50.8
6_report	274	53.1
4_1_cts	274	53.1
5_1_grt	274	53.1
3_3_place_gp	259	50.8
2_1_floorplan	108	-
Power and IR drop assume default switching activity.
