**/design/flow/run.sh**
```bash
#!/bin/bash
# OpenROAD 26Q1-2900-gdf79404cd8, Yosys 0.63+post, stock flow scripts
make -C /OpenROAD-flow-scripts/flow DESIGN_CONFIG=/design/flow/config.mk WORK_HOME=/design/flow/orfs finish
```
**/design/flow/config.mk**
```make
export PLATFORM = sky130hd
export DESIGN_NAME = Adder_16bit
export DESIGN_NICKNAME = Adder_16bit
export VERILOG_FILES = /design/flow/design.v
export SDC_FILE = /design/flow/constraint.sdc
export NUM_CORES = 4
export LEC_CHECK = 1
export CORE_AREA = 10 10 73 73
export DIE_AREA = 0 0 83 83
```
**/design/flow/constraint.sdc**
```tcl
current_design Adder_16bit

set clk_period 4.9
set clk_io_pct 0.2

create_clock -name clk0 -period $clk_period

set non_clock_inputs [all_inputs -no_clocks]
set_input_delay [expr $clk_period * $clk_io_pct] -clock clk0 $non_clock_inputs
set_output_delay [expr $clk_period * $clk_io_pct] -clock clk0 [all_outputs]
```
**/design/flow/design.v**
```verilog
`timescale 1ns / 1ps
module Adder_16bit(
    input[15:0] A,
    input[15:0] B,
    output[15:0] result,
    output CarryOut
    );
    wire [14:0] COUT;
add_1bit MBLEDHESI0(A[0], B[0],1'b0, result[0], COUT[0]);
add_1bit MBLEDHESI1(A[1], B[1], COUT[0],result[1], COUT[1]);
add_1bit MBLEDHESI2(A[2], B[2], COUT[1],result[2], COUT[2]);
add_1bit MBLEDHESI3(A[3], B[3], COUT[2],result[3], COUT[3]);
add_1bit MBLEDHESI4(A[4], B[4], COUT[3],result[4], COUT[4]);
add_1bit MBLEDHESI5(A[5], B[5], COUT[4],result[5], COUT[5]);
add_1bit MBLEDHESI6(A[6], B[6], COUT[5],result[6], COUT[6]);
add_1bit MBLEDHESI7(A[7], B[7], COUT[6],result[7], COUT[7]);
add_1bit MBLEDHESI8(A[8], B[8], COUT[7],result[8], COUT[8]);
add_1bit MBLEDHESI9(A[9], B[9], COUT[8],result[9], COUT[9]);
add_1bit MBLEDHESI10(A[10], B[10], COUT[9],result[10], COUT[10]);
add_1bit MBLEDHESI11(A[11], B[11], COUT[10],result[11], COUT[11]);
add_1bit MBLEDHESI12(A[12], B[12], COUT[11],result[12], COUT[12]);
add_1bit MBLEDHESI13(A[13], B[13], COUT[12],result[13], COUT[13]);
add_1bit MBLEDHESI14(A[14], B[14], COUT[13],result[14], COUT[14]);
add_1bit MBLEDHESI15(A[15], B[15], COUT[14],result[15], CarryOut);
endmodule
`timescale 1ns / 1ps
module add_1bit(
    input A,
    input B,
    input CIN,
    output Shuma,
    output COUT
    );
    assign Shuma = A ^ B ^ CIN;
    assign COUT = CIN & A | CIN & B | A & B;
endmodule
```
==> flow_summary.json <==
{
  "outcome": "complete, but fails checks",
  "violations": "negative setup slack",
  "p_switching_uw": 28.5,
  "dp_slack_ns": -3.54,
  "wire_per_inst_um": 12.9,
  "netlist_logic_family_top": "adder cells",
  "power.density_nw_per_um2": 105,
  "hold_viol_final": 0,
  "leakage_nw": 0.329,
  "critPathArrivalTime_ns": 6.66,
  "finalSetupViolations": 9,
  "power.share.clock_pct": 0,
  "grt.total_usage_pct": 4.42,
  "drive_gt1_share_pct": 44.3,
  "hold_buffers": 0,
  "hold_class": "in -> out",
  "nClkBuffers": 0,
  "fa_ha_area_share_pct": 69.3,
  "wl_um": 1520,
  "total_power_uw": 92.4,
  "fp.dieH_um": 83,
  "grt_max_degree": 2,
  "fmax_ghz": 0.131,
  "cp-start-kind": "input pin",
  "setup_slack_ns": -2.74,
  "syn_to_final_growth_pct": 94.5,
  "coreArea_um2": 3740,
  "yosys_cells": 37,
  "syn-cell-area_um2": 452,
  "finalHoldWorstSlack_ns": 2.60,
  "vias": 364,
  "endpoint_kind": "primary output",
  "io_buffer_count": 49,
  "avgSynthCellArea_um2": 12.2,
  "first_pass_iters": 2,
  "comb_power_share_pct": 100.0,
  "seq_power_share_pct": 0,
  "antenna_found_initial": 0,
  "pin_count": 49,
  "rsz0062_at_grt": "yes",
  "top_area_cell": "fa_1",
  "swShare_pct": 30.8,
  "postSynthSeqShare_pct": 0,
  "die_x_um": 83,
  "yosys_warnings": 0,
  "critPathKind": "in -> out",
  "synth-xor-area-share_pct": 0,
  "area_leaders": "fa_1 66%, buf_4 27%, inv_1 4.2%, ha_1 2.8%",
  "dieArea_um2": 6890,
  "grt_pass1_vias": 484,
  "ir_worst_vdd_mv": 0.0354,
  "fp-utilization_pct": 12.1,
  "viasPerCell": 3.08,
  "ys_sh_simple_pct": 0,
  "cp.required_ns": 3.92,
  "worst_pin_slew_ns": 0.118,
  "drv_cap": 0,
  "combGateArea_um2": 363,
  "min_period_over_period_pct": 156,
  "fin_crit_ns": 7.64,
  "syn_inst": 37,
  "p_int_uw": 63.9,
  "fill_cells": 403,
  "ys_sh_aoi_pct": 0,
  "report.final.slew_viol_count": 0,
  "warning_count": 35,
  "slew_headroom_pct": 92.1,
  "crit_fanout": 1,
  "top_cell_area_share_pct": 66.5,
  "place.gp.congestion": 0.888,
  "synth.distinct_cells": 4,
  "overflow": 0,
  "diodes": 0,
  "rows": 22,
  "post-route-cell-area_um2": 878,
  "yosys_area_um2": 452,
  "dpl_cell_area_um2": 932,
  "ant_nets": 0,
  "hpwlAfterDp_um": 1540,
  "grt_pass1_wl_um": 2510,
  "drc": 0,
  "register_area_um2": 0,
  "synthMuxAreaShare_pct": 0,
  "drt_iter0_drc": 1,
  "seq_cells": 0
}
-- cells in the mapped netlist (all sizes together) --
library cell	instances
ha	1
inv	5
fa	15
buf	16
-- worst max-delay path, cell delays in order --
cell	delay, ns
buf_6	0.10
ha_4	0.14
fa_2	0.33
fa_2	0.35
fa_2	0.34
fa_2	0.34
fa_2	0.34
fa_2	0.34
fa_2	0.34
fa_2	0.35
fa_2	0.34
fa_2	0.34
fa_2	0.35
fa_2	0.35
fa_2	0.34
fa_2	0.34
inv_2	0.06
fa_2	0.43
inv_2	0.05
buf_2	0.08
-- placed cells by master, fill, tap and decap left out --
cell,Yosys,routed
buf_2,0,10
ha_4,0,1
inv_1,5,3
inv_2,0,2
dlygate4sd2_1,0,1
buf_6,0,2
clkbuf_2,0,1
clkdlybuf4s15_1,0,1
clkdlybuf4s50_1,0,34
fa_2,0,15
-- power by group through the flow --
stage	registers, mW	clock network [mW]	logic (mW)
4_1_cts	0	0	0.0977
5_1_grt	0	0	0.107
6_report	0	0	0.0924
-- cell type report --
type	instances	area share, %
inverter	5	2.14
tap	48	6.84
multi-input combinational	16	41.3
timing repair buffer	49	49.7
-- per-layer routing --
metal,routed length (um),share of wire [%],up-vias,track usage (%)
met1,598,39,155,5.37
met2,456,30,52,4.89
met3,468,31,0,5.61
met4,0,0,0,0
met5,0,0,-,0
li1,-,-,157,-
-- final timing paths --
check                 from    endpoint  slack (ns)  cells past startpoint
worst max-delay path  A[0]  result[15]       -2.74                     20
worst min-delay path  B[0]   result[0]        2.60                      3
-- through the flow --
| step | setup TNS, ns | util [%] | instances |
|---|---|---|---|
| after detailed placement | -22.86 | 24.9 | 118 |
| after global routing | -15.54 | 23.5 | 118 |
| final | -14.64 | 23.5 | 118 |
| after CTS | -18.61 | 23.5 | 118 |
| after global placement | -22.72 | 24.9 | 118 |
| after floorplan | -12.95 | - | 37 |
-- timing repair --
action | 4_1_cts | 5_1_grt
buffers inserted | 0 | 0
pin swaps | 16 | 16
endpoints found under the setup margin | 12 | 11
gates resized | 44 | 4
-- kinds of logic after synthesis --
logic type	Yosys count
buffers and inverters	21
adders and majority gates	16
No activity file was given, so power comes from the tool's default toggle rates.
